### flow/design.v
module adder (a, b, c);
	parameter n = 32;
	input  [n-1:0] a,b;
	wire   [32:0] w0;
	output [n-1:0] c;
	assign w0[0] = 0;
	genvar i;
	generate
		for (i = 0; i <= n-1; i = i + 1) 
			begin: add
				FullAdder FullAdder_inst(.a(a[i]),.b(b[i]), .cin(w0[i]), .cout(w0[i+1]), .s(c[i]));
			end
	endgenerate
endmodule
module FullAdder(a, b, cin, cout, s);
	input a, b, cin;
	output cout, s;
	assign {cout,s} = a + b + cin;
endmodule
### flow/run.sh
#!/bin/bash
# OpenROAD 26Q1-2900-gdf79404cd8, Yosys 0.63+post, stock flow scripts
make -C /OpenROAD-flow-scripts/flow DESIGN_CONFIG=/design/flow/config.mk WORK_HOME=/design/flow/orfs finish
### flow/config.mk
export PLATFORM = sky130hd
export DESIGN_NAME = adder
export DESIGN_NICKNAME = adder
export VERILOG_FILES = /design/flow/design.v
export SDC_FILE = /design/flow/constraint.sdc
export NUM_CORES = 4
export LEC_CHECK = 1
export CORE_AREA = 10 10 103 103
export DIE_AREA = 0 0 113 113
### flow/constraint.sdc
current_design adder

set clk_period 40.2
set clk_io_pct 0.2

create_clock -name clk0 -period $clk_period

set non_clock_inputs [all_inputs -no_clocks]
set_input_delay [expr $clk_period * $clk_io_pct] -clock clk0 $non_clock_inputs
set_output_delay [expr $clk_period * $clk_io_pct] -clock clk0 [all_outputs]
==> GITHUB_STEP_SUMMARY <==
### Yosys + OpenROAD results

| Metric | Value |
|---|---|
| Status | finished, final reports clean |
| Chip area | 0.0128 mm^2 |
| Core area | 0.00830 mm^2 |
| Vias per cell | 3.01 |
| TritonRoute pass-1 iters | 2 |
| Yosys xor share | 0.0265 |
| Synth Area in Adders | 0.684 |
| Total Power | 26.3 uW |
| Io pins | 96 |
| Final Hold Viols | 0 |
| Worst slack at placement | 11.13 ns |
| PD cells | 15.0 mW/mm^2 |
| DP HPWL | 3190 um |
| DP Area | 0.00175 mm^2 |
| Cell Area, Synth | 896 um^2 |
| Dominant comb cell | adder cells |
| Chip Width | 113 um |
| Seq Cell Count | 0 |
| Final cell area excluding filler cells | 0.00175 mm^2 |
| Max Fclk | 34.5 MHz |
| Worst setup SP type | primary input |
| CP most frequent cell | fa_1 |
| Largest stage delay on the critical path | 0.47 ns |
| Initial antenna violation count | 0 |
| WHS Path Cells | 3 |
| Final ANT Viol Nets | 0 |
| Lkg Pwr | 0.000643 uW |
| # hold bufs at CTS | 0 |
| Synthesized chip area reported by yosys | 896 um^2 |
| Top cells by count | buf_4, fa_1, inv_1, ha_1, xor3_1 |
| CP arrival | 20.94 ns |
| Vias in the first global route | 926 |
| Syn_area_per_cell | 13.0 um^2 |
| Top cells by area | fa_1, buf_4, xor3_1 |
| Synth-to-layout area growth | 95.1% |
| Fraction of layout cells with a size suffix above 1 | 0 |
| GP Congestion | 0.753 |
| Total grt overflow | 0 |
| RSZ-0062 raised after global routing | no |
| CLK BUF | 0 |
| Tcrit/Tclk final | 0.721 |
| WP data required | 32.16 ns |
| Syn. warnings | 0 |
| Vias | 717 |
| Slowest-stage cell, CP | clkdlybuf4s50_1 |
| Max_cap viols | 0 |
| Largest net degree at the start of global routing | 2 |
| Flop area | 0 um^2 |
| Routed wire length | 3250 um |
| Worst Setup Path Type | primary input to primary output |
| Die Ht | 113 um |
| Crit end category | primary output |
| Worst Path Max Fanout | 1 |
| Synth Area in Compound Gates | 0 |
| Max-slew headroom | 0.923 |
| First-pass GRT wire length | 5200 um |
| Setup Viol. Count Final | 0 |
| TNS Setup | 0 ns |
| Max-slew violations | 0 |
| Min cycle time layout | 28.98 ns |
| Worst hold-check path type | primary input to primary output |
| Distinct lib cells | 5 |
| Drc violations | 0 |
| Area fraction in mux cells | 0 |
| Peak supply drop | 6.15 uV |
| CTS resizes | 0 |
| Log Warnings | 32 |
| Most common cell in the netlist | buf_4 |
| Initial DRC Count | 5 |
| # rows | 33 |
| Least-Margin Pin Slew | 0.116 ns |
| PnR worst setup slack | 11.22 ns |
| Setup bufs post-CTS | 0 |
| Max-area cell share | 0.670 |
| Post-Synthesis Cells | 69 |
| Yosys cell count | 69 |
| Simple share | 0 |
| GRT Overall Usage | 0.0503 |
| Cell type with the largest total area | fa_1 |
| Avg WL per Cell | 13.7 um |
| Ant diodes | 0 |
| # port buffers | 96 |
| Part of the Yosys area used for sequential elements | 0 |
| FP Util | 0.108 |
## per-layer routing
metal	vias up	routed length, um	global-route usage
li1	300	-	-
met5	-	0	0
met4	0	0	0
met3	0	965	0.0566
met1	318	1270	0.0577
met2	99	1010	0.0649
## critical path: cells and delay by family
family | cells | cell delay (ns)
xor gates and xnor gates | 1 | 0.20
adders and majority gates | 31 | 11.73
buffers and inverters | 4 | 0.98
## worst paths after layout
kind / start / end / slack (ns)
min: b[0] / c[0] / 17.12
max: a[0] / c[31] / 11.22
## area by class of cell
class,instances,area [um^2]
fillers,906,6550
repair buffers,96,961
inverters,5,18.8
well taps,105,131
multi-input cells,32,637
## power breakdown
group | switching, uW | internal [uW] | total [uW]
Clock | 0 | 0 | 0
Combinational | 6.82 | 19.4 | 26.3
Sequential | 0 | 0 | 0
## through the flow
step,util,std cells,hold slack (ns)
after floorplan,-,69,16.25
after global placement,0.211,238,17.12
after detailed placement,0.211,238,17.12
after CTS,0.211,238,17.13
after global routing,0.211,238,17.17
final,0.211,238,17.12
## cells in the final DEF, fill, tap and decap left out
cell type        count
xor3_1               1
inv_1                5
fa_1                30
ha_1                 1
clkdlybuf4s50_1     96
## cell families (layout without fill, tap and decap cells)
logic type                 after synthesis  count (layout)
buffers and inverters                   37             101
adders and majority gates               31              31
xor gates and xnor gates                 1               1
Power is estimated from default activity; no workload was simulated.
