### ./run.sh
#!/bin/bash
# OpenROAD 26Q1-2900-gdf79404cd8, Yosys 0.63+post, stock flow scripts
make -C /OpenROAD-flow-scripts/flow DESIGN_CONFIG=/design/flow/config.mk WORK_HOME=/design/flow/orfs finish
### ./config.mk
export PLATFORM = sky130hd
export DESIGN_NAME = Adder
export DESIGN_NICKNAME = Adder
export VERILOG_FILES = /design/flow/design.v
export SDC_FILE = /design/flow/constraint.sdc
export NUM_CORES = 4
export LEC_CHECK = 1
export CORE_UTILIZATION = 50
### ./constraint.sdc
current_design Adder

set clk_period 9.8
set clk_io_pct 0.2

create_clock -name clk0 -period $clk_period

set non_clock_inputs [all_inputs -no_clocks]
set_input_delay [expr $clk_period * $clk_io_pct] -clock clk0 $non_clock_inputs
set_output_delay [expr $clk_period * $clk_io_pct] -clock clk0 [all_outputs]
### ./design.v
module Adder(output [31:0] out, input [31:0] inadd1, input [31:0] inadd2);
reg [31:0] outtemp;
reg [31:0] inadd2_temp;
always@(*)
begin
case(inadd2)
32'd4:	outtemp = inadd1 + inadd2;
default: 
begin
inadd2_temp = inadd2<<2;
outtemp = inadd1 + inadd2_temp;	
end
endcase
end
assign out = outtemp;
endmodule
==> Slide: Implementation Results <==
Key Metrics from the Run

Status
  – Outcome: finished, final reports clean

Worst setup path
  – Critical path class: primary input to primary output
  – WP data arrival: 5.43 ns
  – Crit-path max FO: 3
  – CP peak stage delay: 0.49 ns
  – CP max stage cell: clkdlybuf4s50_1
  – Critical Path RT: 7.84 ns
  – Crit. End Element: primary output
  – Startpoint types: primary input
  – Crit-path cells: clkdlybuf4s50_1, ha_1, fa_1, a211oi_2, o21ai_2, a31oi_4, o21ai_2, a31oi_2, nor4_1, nor3b_1, xor2_1, a21oi_1, clkdlybuf4s50_1

Layout
  – Clkbuf count: 0
  – Area Overhead vs Synth: 26.43%
  – Share of cells above drive strength 1: 7.629%
  – Top cells excl fill/tap: clkdlybuf4s50_1 (96), a21oi_1 (61), ha_1 (60)
  – Storage element area: 0 um^2
  – Post-route core utilization: 65.43%
  – # fillers: 656
  – Multi-input logic area: 0.003637 mm^2
  – Flip-flops: 0
  – Dominant logic cell type in the layout: clkdlybuf4s50_1
  – Final cell count without fillers: 702

Yosys
  – Post-Synthesis Cells: 521
  – Mapped Avg Cell Area: 7.243 um^2
  – Largest area contributor in the synthesized netlist: ha_1
  – Yosys Instances: 521
  – Mapped Area: 0.003774 mm^2
  – Yosys chip area: 0.003774 mm^2
  – Top area contributor share: 19.89%
  – Yosys warnings: 1
  – Netlist cell types: 71
  – Cell area leaders: ha_1 (20%), a21oi_1 (8.1%), xnor2_1 (6.0%)
  – Synth Seq Share: 0%

Detailed routing
  – Met2 Wirelength: 4.801 mm
  – WL per Instance: 15.34 um
  – Via count: 4240
  – Diode count: 0
  – Antenna viol nets, final: 0
  – Starting DRT DRC Count: 210
  – Wl on met1: 5.268 mm
  – Number of remaining DRC errors: 0
  – Met3 wire length: 677 um
  – Vias per std cell: 6.040
  – Post-Route WL: 10.77 mm
  – Pre-antenna DRT Iters: 5
  – Highest metal used: met4

Power
  – Register share of total power: 0%
  – PnR Total Power: 331.3 uW
  – Internal Power: 171.5 uW
  – Sw Pwr: 159.8 uW
  – LEAKAGE: 1.943 nW
  – Clk network pwr share: 0%
  – PwrDens: 69.45 mW/mm^2
  – Net Sw Frac: 48.23%
  – Logic pwr share: 100.0%
  – Max rail drop VDD: 35.04 uV

Die
  – Die X: 88.88 um
  – Die Y-Extent: 88.88 um
  – Core ar.: 0.007292 mm^2
  – Init Core Util: 51.75%
  – Ports: 96
  – Die ar.: 0.007899 mm^2
  – # rows: 31

Placed design
  – Port Buf Inserts: 96
  – Routability congestion estimate: 0.9630
  – Post-Place Setup Slack: 2.434 ns
  – Placed insts: 702
  – Post-DP HPWL: 9.189 mm

Clock tree
  – Hold buffer count at CTS: 0
  – Cts repair resizes: 0
  – Number of post-CTS setup repair buffers: 0

Final timing
  – RSZ-0062 raised after global routing: false
  – Least-Margin Pin Slew: 0.7180 ns
  – Setup violators final: 0
  – Fin crit share: 75.39%
  – Setup tns final: 0 ns
  – Fin crit period: 7.388 ns
  – Setup WS post-layout: 2.412 ns
  – Relative slew slack: 52.02%
  – Slew Limit Fails: 0
  – Max Clk Rate: 135.3 MHz
  – Final Hold Vio Count: 0

Worst hold path
  – Hold endpoint: out[31]
  – Hold_sp: inadd1[31]
  – Min-Delay Path Class: primary input to primary output
  – Worst hold stages: 3

Global routing
  – Vias in the first global route: 3811
  – GRT overflow: 0
  – Initial antenna violation count: 0
  – Maximum number of pins on one net before global-route repair: 33
  – Gr usage total: 28.23%
  – First-pass GRT wire length: 17.65 mm

Run
  – MaxCap Viol Count: 0
  – Tool warning count: 33
==> through the flow <==
step	instance area [um^2]	hold slack, ns
global placement	4771	4.849
global route	4771	4.892
CTS	4771	4.853
detailed placement	4771	4.842
floorplan	3774	3.949
finish	4771	4.846
==> worst max-delay path, delay by kind of cell <==
kind            cells  cell delay, ns
fa+ha+maj           2            0.69
compound gates      6            1.28
simple gates        2            0.43
xor+xnor            1            0.12
buf+inv             2            0.94
==> kinds of logic (layout without fill, tap and decap cells) <==
group                      count (synthesis)  after routing  share of synthesized area [%]
adders and majority gates                 62             62                          20.95
buffers and inverters                     26            108                          3.813
muxes                                      8              8                          2.255
AOI/OAI and AO/OA                        206            206                          38.86
xor gates and xnor gates                  52             52                          12.07
and+or+nand+nor                          167            167                          22.05
==> worst max-delay path by stage <==
stage	from	end	slack, ns	cells past startpoint
CTS	inadd2[0]	out[30]	2.39	13
global route	inadd2[0]	out[30]	2.21	13
finish	inadd2[0]	out[30]	2.41	13
==> power groups by stage <==
stage	registers (mW)	logic (mW)	clock network [mW]
4_1_cts	0	0.330	0
5_1_grt	0	0.367	0
6_report	0	0.331	0
==> cell type report <==
cell class,count,area share (%)
repair buffers,97,20.30
multi-input cells,495,76.24
inverters,11,0.8655
well taps,99,2.596
==> metal layers <==
| metal | GRT usage [%] | up-vias |
|---|---|---|
| li1 | - | 2150 |
| met1 | 43.58 | 1934 |
| met2 | 45.45 | 152 |
| met3 | 2.081 | 4 |
| met4 | 1.026 | 0 |
| met5 | 0 | - |
==> Yosys cell counts, types with 3 or more instances <==
cell	n
a21o_1	27
nand3_1	14
mux2i_1	4
a211oi_1	5
nor3b_1	4
o21a_1	3
nor2b_1	6
nor4_1	9
o21ai_2	5
ha_1	60
a2111oi_2	3
clkbuf_1	10
a211oi_2	3
nand4_1	6
nor3_1	6
xor2_1	26
o21ai_0	31
nor2_1	46
a21oi_1	61
nand2b_1	9
mux2_2	4
o211ai_1	6
inv_1	11
o21bai_1	8
and3_1	5
a31oi_1	5
and4_1	3
nand2_1	43
o21ai_1	13
xnor2_1	26
or2_2	3
Power and IR drop assume default switching activity.
