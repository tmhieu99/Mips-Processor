### run.sh
#!/bin/bash
# OpenROAD 26Q1-2900-gdf79404cd8, Yosys 0.63+post, stock flow scripts
make -C /OpenROAD-flow-scripts/flow DESIGN_CONFIG=/design/flow/config.mk WORK_HOME=/design/flow/orfs finish
### config.mk
export PLATFORM = sky130hd
export DESIGN_NAME = ADDI
export DESIGN_NICKNAME = ADDI
export VERILOG_FILES = /design/flow/design.v
export SDC_FILE = /design/flow/constraint.sdc
export NUM_CORES = 4
export LEC_CHECK = 1
export CORE_AREA = 10 10 74 74
export DIE_AREA = 0 0 84 84
### constraint.sdc
current_design ADDI

set clk_period 1.9
set clk_io_pct 0.2

create_clock -name clk0 -period $clk_period

set non_clock_inputs [all_inputs -no_clocks]
set_input_delay [expr $clk_period * $clk_io_pct] -clock clk0 $non_clock_inputs
set_output_delay [expr $clk_period * $clk_io_pct] -clock clk0 [all_outputs]
### design.v
module ADDI(output [31:0] result,output [7:0] status, input [31:0] machinecode);
wire [31:26] opcode;
wire [5:0] func;
reg [25:21] rs ;
reg [20:16] rt ;
reg [15:11] rd ;
reg [15:0] imme;
reg memwritetemp;
reg memreadtemp;
reg clktemp = 0;
reg [31:0]ALU_restemp;
wire [31:0] out1;
wire [31:0] out2;
wire [3:0] ALU_ctrl;
wire write;
wire  Jump,			 
					Branch,		 
					MemRead,		 
					MemWrite,	 
					Mem2Reg,				 
					Exception,	 
					ALUsrc, 		 
					RegWrite,	 
					RegDst;	
wire outor;	
wire[1:0] ALU_op;
wire [31:0] ALU_res;
wire [4:0] outmux1;
wire [31:0] outmux2;
wire [31:0] outmux3;
wire [31:0] outmux4;
wire [31:0] outext;
wire [31:0] outram;
assign result = ALU_res;
assign opcode =  machinecode [31:26];
assign func = machinecode[5:0];
always @(*)
begin
	rs <= machinecode[25:21];
	rt <= machinecode[20:16];
	rd <= machinecode[15:11];
	imme <= machinecode[15:0];
	clktemp <= 1;
end	
always@(posedge clktemp)
	begin
	ALU_restemp <= ALU_res;
	memwritetemp <= MemWrite;
	memreadtemp <= MemRead;
	clktemp <= 0;
	end
control ctrl(opcode, func,Jump, Branch, MemRead, MemWrite, 
Mem2Reg, ALU_op, Exception, ALUsrc, RegWrite, RegDst, ALU_ctrl);
Mux2to1 mux1(rt, rd, RegDst, outmux1);
SignExtend ext(imme, outext);
REGISTERFILE reg1(rs, rt, outmux1, RegWrite, outmux3, out1, out2);
mux32 mux2(out2, outext, ALUsrc, outmux2);
ALU alu1(ALU_ctrl, out1, outmux2, ALU_res, status);
and(outor,Branch,status[7]);
mux32 mux4(32'hAAAA, outext, Branch, outmux4);
RAM ram(ALU_res, out2, memwritetemp, memreadtemp,clktemp, outram);
mux32 mux3(ALU_res, outram, Mem2Reg, outmux3);
endmodule
module ALU(
input [3:0] ALU_control,
input [31:0] ALU_op_1,
input [31:0] ALU_op_2,
output wire [31:0] ALU_result,
output wire [7:0] ALU_status );
reg [63:0] result;
reg [7:0] status = 8'b00000000;
wire [63:0] op1;
wire [63:0] op2;
assign ALU_result = result[31:0];
assign ALU_status = status[7:0];
assign op1 = {{32{ALU_op_1[31]}},ALU_op_1};
assign op2 = {{32{ALU_op_2[31]}},ALU_op_2};
always@(ALU_control, ALU_op_1, ALU_op_2)
	begin
		status = 8'b00000000;
		case(ALU_control)
		4'b0010:	
		begin
			result = op1 + op2;
			if((result[1:0] != 2'b00) || (result[0] != 1'b0))
			begin
			status = status+8'b00001000;
			end
		end
		4'b0110:	result = op1 - op2;
		4'b0000:	result = op1 & op2;
		4'b0001:	result = op1 | op2;
		4'b0111:	result = (op1 < op2)?1:0;
		4'b1100:	result = ~(op1 | op2);
		default:	result = op1 + op2;
		endcase
	if(result == 64'd0)
	begin
	status = status+8'b10000000; 
	end
	if(result[63:31]>0 && result[63:31]<33'h1FFFFFFFF)
	begin
	status = status+8'b01000000; 
	end
	if(result[63]==1'b1)
	begin
	status = status+8'b00010000; 
	end
	if (result[32:31] == 2'b10 || result[32:31] == 2'b01)
		begin
			status = status + 8'b00100000;
		end
	end
endmodule
module Mux2to1 (a, b, ctrl, out);
	parameter n=32;
	input  [4:0] a;
	input  [4:0] b;
	input  ctrl;
	output [4:0] out;
	reg[4:0] out1;
	always@(*)
begin
	out1 = ctrl?b:a;
end
assign out = out1;
endmodule
module RAM(
input [31:0] DMEM_address,
input [31:0] DMEM_data_in,
input DMEM_mem_write,
input DMEM_mem_read,
input clk,
input reset,
output [31:0] DMEM_data_out
);
reg [31:0] mem [0:20];
assign DMEM_data_out =(DMEM_mem_read == 1)?mem[DMEM_address]:32'h00000000;
always@(posedge clk , negedge reset)
	begin
	if (reset == 1'b0)
		begin
			mem[5'd0] <= 32'd0;
			mem[5'd1] <= 32'd0;
			mem[5'd2] <= 32'd0;
			mem[5'd3] <= 32'd0;
			mem[5'd5] <= 32'd0;
			mem[5'd5] <= 32'd0;
			mem[5'd6] <= 32'd0;
			mem[5'd7] <= 32'd0;
			mem[5'd8] <= 32'd0;
			mem[5'd9] <= 32'd0;
			mem[5'd10] <= 32'd0;
			mem[5'd11] <= 32'd0;
			mem[5'd12] <= 32'd0;
			mem[5'd13] <= 32'd0;
			mem[5'd15] <= 32'd0;
			mem[5'd15] <= 32'd0;
			mem[5'd16] <= 32'd0;
			mem[5'd17] <= 32'd0;
			mem[5'd18] <= 32'd0;
			mem[5'd19] <= 32'd0;
			mem[5'd20] <= 32'd0;
		end
	else if (clk)
		begin
		if (DMEM_mem_write) 
			begin
				mem[DMEM_address] <= DMEM_data_in;
			end
		end
	end
endmodule
module REGISTERFILE(
input [4:0] REG_address1,
input [4:0] REG_address2,
input [4:0] REG_address_wr,
input REG_write_1,
input [31:0] REG_data_wb_in1,
input clk, input clk_reset,
output reg [31:0] REG_data_out1,
output reg [31:0] REG_data_out2
);
reg [31:0] register [0:31];
always@(REG_address1, REG_address2)
	begin
	if(register[REG_address1] === 32'dx)
		begin
		register[REG_address1] = 32'd0;
		REG_data_out1 = register[REG_address1];
		end
	else
		begin
		REG_data_out1 = register[REG_address1];
		end
	if(register[REG_address2] === 32'dx)
		begin
		register[REG_address2] = 32'd0;
		REG_data_out2 = register[REG_address2];
		end
	else
		begin
		REG_data_out2 = register[REG_address2];
		end
	end
always@(posedge clk , negedge clk_reset)
	begin
		if (clk_reset == 1'b0)
		begin
			register[5'd0] <= 32'd0;
			register[5'd1] <= 32'd0;
			register[5'd2] <= 32'd0;
			register[5'd3] <= 32'd0;
			register[5'd5] <= 32'd0;
			register[5'd5] <= 32'd0;
			register[5'd6] <= 32'd0;
			register[5'd7] <= 32'd0;
			register[5'd8] <= 32'd0;
			register[5'd9] <= 32'd0;
			register[5'd10] <= 32'd0;
			register[5'd11] <= 32'd0;
			register[5'd12] <= 32'd0;
			register[5'd13] <= 32'd0;
			register[5'd15] <= 32'd0;
			register[5'd15] <= 32'd0;
			register[5'd16] <= 32'd0;
			register[5'd17] <= 32'd0;
			register[5'd18] <= 32'd0;
			register[5'd19] <= 32'd0;
			register[5'd20] <= 32'd0;
			register[5'd21] <= 32'd0;
			register[5'd22] <= 32'd0;
			register[5'd23] <= 32'd0;
			register[5'd25] <= 32'd0;
			register[5'd25] <= 32'd0;
			register[5'd26] <= 32'd0;
			register[5'd27] <= 32'd0;
			register[5'd28] <= 32'd0;
			register[5'd29] <= 32'd0;
			register[5'd30] <= 32'd0;
			register[5'd31] <= 32'd0;	
		end
		else if (clk)
		begin
			if(REG_write_1 == 1'b1 && REG_data_wb_in1 !== 32'dx)
			begin
			register[REG_address_wr] <= REG_data_wb_in1;
			end
		end
	end
endmodule
module SignExtend(a, out);
	input  [15:0] a;
	output reg [31:0] out;
	always@(a)
	begin
 	out = { {16{a[15]}} , a };
	end
endmodule
module control(Opcode, funct, Jump, Branch, MemRead, MemWrite, 
Mem2Reg, ALUop, Exception, ALUsrc, RegWrite, RegDst, ALU_control);
	input [5:0] Opcode, funct;
	output reg  Jump,			 
					Branch,		 
					MemRead,		 
					MemWrite,	 
					Mem2Reg,		 
					Exception,	 
					ALUsrc, 		 
					RegWrite,	 
					RegDst;	
	output reg [1:0] ALUop;
	output reg [3:0] ALU_control;
always@(Opcode , funct) 
	begin
		case(Opcode)
				6'b 000000: begin 
					Jump		= 0; 
					Branch		= 0; 
					MemRead		= 0; 
					MemWrite	= 0;
					Mem2Reg		= 0;
					ALUop		= 2'b10; 
					Exception	= 0; 
					ALUsrc		= 0;
					RegWrite	= 1;
					RegDst		= 1;
					case (funct)
					6'b 100000: ALU_control = 4'b 0010;
					6'b 100010: ALU_control = 4'b 0110;
					6'b 100100: ALU_control = 4'b 0000;
					6'b 100101: ALU_control = 4'b 0001;
					6'b 101010: ALU_control = 4'b 0111;
					6'b 100111: ALU_control = 4'b 1100;
					6'b 100001: ALU_control = 4'b 0100;
					6'b 100011: ALU_control = 4'b 0101;
					endcase
					end
				6'b 100011: begin
					Jump		= 0; 
					Branch		= 0; 
					MemRead		= 1; 
					MemWrite	= 0;
					Mem2Reg		= 1;
					ALUop		= 0; 
					Exception	= 0; 
					ALUsrc		= 1;
					RegWrite	= 1;
					RegDst		= 0;
					ALU_control = 4'b 0010;
					end
				6'b 101011: begin
					Jump		= 0; 
					Branch		= 0; 
					MemRead		= 0; 
					MemWrite	= 1;
					Mem2Reg		= 0;
					ALUop		= 0; 
					Exception	= 0; 
					ALUsrc		= 1;
					RegWrite	= 0;
					RegDst		= 0;
					ALU_control = 4'b 0010;
					end
				6'b 000100: begin
					Jump		= 0; 
					Branch		= 1; 
					MemRead		= 0; 
					MemWrite	= 0;
					Mem2Reg		= 1'bx;
					ALUop		= 0; 
					Exception	= 0; 
					ALUsrc		= 0;
					RegWrite	= 0;
					RegDst		= 1'bx;
					ALU_control = 4'b 0110;
					end
				6'b 000101: begin
					Jump		= 0; 
					Branch		= 1; 
					MemRead		= 0; 
					MemWrite	= 0;
					Mem2Reg		= 0;
					ALUop		= 0; 
					Exception	= 0; 
					ALUsrc		= 0;
					RegWrite	= 0;
					RegDst		= 0;
					ALU_control = 4'b 0110;
					end
				6'b 000010: begin
					Jump		= 1; 
					Branch		= 0; 
					MemRead		= 0; 
					MemWrite	= 0;
					Mem2Reg		= 0;
					ALUop		= 0; 
					Exception	= 0; 
					ALUsrc		= 0;
					RegWrite	= 0;
					RegDst		= 0;
					ALU_control = 4'b 0010;
					end
				6'b 001000: begin
					Jump		= 0; 
					Branch		= 0; 
					MemRead		= 0; 
					MemWrite	= 0;
					Mem2Reg		= 0;
					ALUop		= 0; 
					Exception	= 0; 
					ALUsrc		= 1;
					RegWrite	= 1;
					RegDst		= 0;
					ALU_control = 4'b 0010;
					end
				6'b 001010: begin
					Jump		= 0; 
					Branch		= 0; 
					MemRead		= 0; 
					MemWrite	= 0;
					Mem2Reg		= 0;
					ALUop		= 0; 
					Exception	= 0; 
					ALUsrc		= 1;
					RegWrite	= 1;
					RegDst		= 0;
					ALU_control = 4'b 1000;
					end				
		endcase
	end
endmodule
module mux32 (a, b, ctrl, out);
	parameter n=32;
	input  [31:0] a;
	input  [31:0] b;
	input  ctrl;
	output [31:0] out;
	wire [31:0] ctrlext;
	assign ctrlext = {{31{ctrl}},ctrl};
	reg [31:0]out1;
	always@(*)
begin
	out1 = ctrl?b:a;
end
	assign out = out1;
endmodule
==> results.cfg <==
; generated from flow reports
[floorplan]
fp.dieW_um = 84
fp.coreArea_um2 = 3970
die_area_um2 = 7060
num_io_pins = 72
initCoreUtil_pct = 17.6
die_h_um = 84
rows = 23

[setup_path]
crit_path_end_kind = primary output
critPathLaunchType = primary input
path_class = in -> out
crit_path_max_fanout = 2
crit_path_top_delay_cell = clkdlybuf4s50_1
crit_chain = clkdlybuf4s50_1 -> nor4_1 -> nand4_1 -> a21oi_1 -> buf_2
slowest_delay_ns = 0.43
required_ns = 1.52
cp.arrival_ns = 1.49

[timing]
slew_violations = 0
rsz0062_at_grt = yes
unclocked_pins = 4
slew_headroom_pct = 47.5
fin_crit_sh_pct = 98.3
tightest_slew_ns = 0.785
untimed_endpoints = 4
fin_crit_ns = 1.87
hold_violations = 0
fmax_mhz = 535
finalSetupViolations = 0
fin_tns_setup_ns = 0

[cells_and_area]
final_common_cell = clkdlybuf4s50_1
nFillCells = 417
area_growth_pct = 95.5
largest_register_ffs = 4
most-common-layout-cells = clkdlybuf4s50_1 (33), dlygate4sd2_1 (16), a21o_1 (14)
final_area_um2 = 1370
layout-drive-gt1-share_pct = 20.1

[power]
ir_worst_vdd_uv = 93.9
p_leak_nw = 0.656
p_per_area_nw_per_um2 = 231

[placement]
gp_congestion = 0.838
hpwlAfterDp_um = 2230
dpl-instance-area_um2 = 1250
portBuffers = 57

[detailed_routing]
viasPerCell = 4.15
antenna-diode-count = 0
wl_per_cell_um = 13.9
dr.pass1.iters = 4
drt_iter0_markers = 18
drc = 0
vias = 806
drt_wl_total_um = 2700
ant_nets = 0

[yosys]
yosys_warnings = 77
largest_area_cell = buf_4
edf_count = 0
yosysCellCount = 94
ys_sh_xor_pct = 3.76
ff_type = dlxtn_1
synth_cells = 94
async_reset_ff_share_pct = 0
ys_types = 34
logic_family = AND-OR/OR-AND gates
aoi_share_pct = 34.9
area_leaders = buf_4 (25%), a21o_1 (16%), dlxtn_1 (8.6%), nand2b_1 (3.6%), nor4_1 (3.6%)
syn_area_um2 = 699
yosys.area_share.simple_pct = 24.7
synth-adder-area-share_pct = 0
top_area_share_pct = 24.7
ys_ff = 4
mux_share_pct = 0
avgSynthCellArea_um2 = 7.44
ys_area_um2 = 699

[flow_run]
maxCapViolCount = 0
warnings = 43

[global_route]
grt_pass1_wl_um = 4190
grt_util_all_layers_pct = 6.95
grt_pass1_vias = 827
antenna_found_initial = 0
grt_max_degree = 17
gr-total-overflow = 0

[worst_hold_path]
hold_depth = 5
hp-class = in -> out

[clock_tree]
holdBufCountCts = 0

[outcome]
status = complete, no violations
==> cell type report <==
cell class                 instances  area (um^2)  area share [%]
tap                               50         62.6            4.57
sequential                         4         60.1            4.39
multi-input combinational         66          488            35.7
timing repair buffer              72          749            54.8
inverter                           2         7.51           0.549
==> logic make-up after synthesis <==
| group | Yosys count |
|---|---|
| xor+xnor | 3 |
| simple gates | 27 |
| buf+inv | 28 |
| other cells | 1 |
| compound gates | 31 |
| latches | 4 |
==> stage by stage <==
step	hold WS [ns]	util, %	setup slack (ns)	total power [mW]	instances
6_report	1.17	34.4	0.0322	0.316	194
4_1_cts	1.25	34.0	0.0108	0.320	193
2_1_floorplan	0.823	-	0.547	0.122	98
3_5_place_dp	1.74	31.5	-0.483	0.293	189
3_3_place_gp	1.75	31.5	-0.407	0.293	189
5_1_grt	1.22	34.4	-0.0343	0.343	194
==> repair_timing <==
item,4_1_cts,5_1_grt
gates resized,34,6
buffers inserted,1,1
endpoints found under the setup margin,26,11
gates cloned,3,0
endpoints found under the hold margin,0,0
pin swaps,5,1
==> worst max-delay path, delay by kind of cell <==
kind / cells / cell delay (ns)
AND/OR/NAND/NOR: 2 / 0.40
AND-OR/OR-AND: 1 / 0.15
buffers and inverters: 2 / 0.55
==> report_power, final <==
group          leakage [nW]  switching [mW]  internal (mW)
Combinational         0.625          0.0900          0.216
Clock                     0               0              0
Sequential           0.0313         0.00405        0.00633
==> layer usage <==
layer / global-route usage (%) / up-vias / wire, um
li1: - / 423 / -
met1: 7.80 / 369 / 1050
met2: 14.1 / 14 / 1580
met3: 0.787 / 0 / 77
met4: 0 / 0 / 0
met5: 0 / - / 0
==> Yosys cell counts, types with 3 or more instances <==
cell	count
nor4_1	4
a21oi_1	4
nand2b_1	4
nor3_1	3
buf_4	23
o22ai_1	3
nand2_1	3
dlxtn_1	4
a21o_1	15
==> path summary, 6_finish.rpt <==
| check | from | to |
|---|---|---|
| worst min-delay path | machinecode[11] | status[7] |
| worst max-delay path | machinecode[10] | status[7] |
Power and IR drop assume default switching activity.
